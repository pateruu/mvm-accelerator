**run.sh**
```bash
#!/bin/bash
# OpenROAD 26Q1-2900-gdf79404cd8, Yosys 0.63+post, stock flow scripts
make -C /OpenROAD-flow-scripts/flow DESIGN_CONFIG=/design/flow/config.mk WORK_HOME=/design/flow/orfs finish
```
**config.mk**
```make
export PLATFORM = sky130hd
export DESIGN_NAME = ctrl
export DESIGN_NICKNAME = ctrl
export VERILOG_FILES = /design/flow/design.v
export SDC_FILE = /design/flow/constraint.sdc
export NUM_CORES = 4
export LEC_CHECK = 1
export CORE_UTILIZATION = 40
```
**constraint.sdc**
```tcl
current_design ctrl

set clk_period 5.9
set clk_io_pct 0.2

create_clock -name clk0 -period $clk_period [get_ports {clk}]

set non_clock_inputs [all_inputs -no_clocks]
set_input_delay [expr $clk_period * $clk_io_pct] -clock clk0 $non_clock_inputs
set_output_delay [expr $clk_period * $clk_io_pct] -clock clk0 [all_outputs]
```
**design.v**
```verilog
module ctrl # (
    parameter VEC_ADDRW = 8,
    parameter MAT_ADDRW = 9,
    parameter VEC_SIZEW = VEC_ADDRW + 1,
    parameter MAT_SIZEW = MAT_ADDRW + 1
)(
    input  clk,
    input  rst,
    input  start,
    input  [VEC_ADDRW-1:0] vec_start_addr,
    input  [VEC_SIZEW-1:0] vec_num_words,
    input  [MAT_ADDRW-1:0] mat_start_addr,
    input  [MAT_SIZEW-1:0] mat_num_rows_per_olane,
    output [VEC_ADDRW-1:0] vec_raddr,
    output [MAT_ADDRW-1:0] mat_raddr,
    output accum_first,
    output accum_last,
    output ovalid,
    output busy
);
enum {IDLE, COMPUTE} state, next_state;
logic [VEC_ADDRW-1:0] vec_start_addr_r, vec_raddr_r;
logic [VEC_SIZEW-1:0] vec_num_words_r;
logic [MAT_ADDRW-1:0] mat_start_addr_r, mat_raddr_r;
logic [MAT_SIZEW-1:0] mat_num_rows_per_olane_r;
logic [VEC_SIZEW-1:0] vec_words_remaining;
logic [MAT_SIZEW-1:0] mat_rows_remaining;
logic [VEC_ADDRW-1:0] vec_addr_next;
logic [MAT_ADDRW-1:0] mat_addr_next;
logic [MAT_ADDRW-1:0] mat_row_start_addr;
logic ovalid_r, busy_r;
logic done;
logic accum_first_r [10:0];
logic accum_last_r [10:0];
logic ovalid_w, busy_w;
always_ff @(posedge clk) begin
    if (rst) begin
        vec_start_addr_r <= 0;
        vec_num_words_r <= 0;
        mat_start_addr_r <= 0;
        mat_num_rows_per_olane_r <= 0;
        vec_words_remaining <= 0;
        mat_rows_remaining <= 0;
        vec_addr_next <= 0;
        mat_addr_next <= 0;
        mat_row_start_addr <= 0;
        ovalid_r <= 0;
        busy_r <= 0;
        done <= 0;
        vec_raddr_r <= 0;
        mat_raddr_r <= 0;
        state <= IDLE;
        for (int i = 0; i < 11; i++) begin
            accum_first_r[i] <= 0;
            accum_last_r[i] <= 0;
        end
    end else begin
        state <= next_state;
        if (state == IDLE && start) begin
            vec_start_addr_r <= vec_start_addr;
            mat_start_addr_r <= mat_start_addr;
            vec_num_words_r <= vec_num_words;
            mat_num_rows_per_olane_r <= mat_num_rows_per_olane;
            vec_words_remaining <= vec_num_words;
            mat_rows_remaining <= mat_num_rows_per_olane;
            vec_addr_next <= vec_start_addr;
            mat_addr_next <= mat_start_addr;
            mat_row_start_addr <= mat_start_addr;
        end else if (state == COMPUTE) begin
            if (vec_words_remaining == 1) begin
                vec_words_remaining <= vec_num_words_r;
                vec_addr_next <= vec_start_addr_r;
                if (mat_rows_remaining == 1) begin
                    mat_rows_remaining <= mat_num_rows_per_olane_r;
                    mat_addr_next <= mat_start_addr_r;
                    mat_row_start_addr <= mat_start_addr_r;
                end else begin
                    mat_rows_remaining <= mat_rows_remaining - 1;
                    mat_addr_next <= mat_row_start_addr + vec_num_words_r;
                    mat_row_start_addr <= mat_row_start_addr + vec_num_words_r;
                end
            end else begin
                vec_words_remaining <= vec_words_remaining - 1;
                vec_addr_next <= vec_addr_next + 1;
                mat_addr_next <= mat_addr_next + 1;
            end
        end
        done <= (state == COMPUTE && vec_words_remaining == 1 && mat_rows_remaining == 1);
        vec_raddr_r <= vec_addr_next;
        mat_raddr_r <= mat_addr_next;
        ovalid_r <= ovalid_w;
        busy_r <= busy_w;
        if (state == COMPUTE) begin
            accum_first_r[0] <= (vec_words_remaining == vec_num_words_r);
            accum_last_r[0] <= (vec_words_remaining == 1);
        end else begin
            accum_first_r[0] <= 0;
            accum_last_r[0] <= 0;
        end
        for (int i = 1; i < 11; i++) begin
            accum_first_r[i] <= accum_first_r[i-1];
            accum_last_r[i] <= accum_last_r[i-1];
        end
    end
end
always_comb begin
    case(state)
        IDLE: next_state = start ? COMPUTE : IDLE;
        COMPUTE: next_state = done ? IDLE : COMPUTE;
        default: next_state = IDLE;
    endcase
end
always_comb begin
    ovalid_w = (state == COMPUTE);
    busy_w = (state == COMPUTE);
end
assign vec_raddr = vec_raddr_r;
assign mat_raddr = mat_raddr_r;
assign accum_first = accum_first_r[10];
assign accum_last = accum_last_r[10];
assign ovalid = ovalid_r;
assign busy = busy_r;
endmodule
```
==> design notes <==
The layout has 1,269 filler cells. The post-detailed-placement half-perimeter wirelength was 9420 um; the via density per instance was 5.47. The pre-antenna-repair detailed-routing pass consisted of 7 iterations. In this run the remaining antenna-violating nets after routing total 0. The tools report the kind of start point of the critical path as an input port. The pin closest to its max-slew limit shows a slew of 0.884 ns. The leakage component of the power was reported as 2.63 nW. For flop-to-flop paths, the worst setup slack is 3.20 ns.

The repair_antennas step left the layout with diodes totalling 0. After synthesis, the cell types taking the most area are dfxtp_1, nand2_1, a21oi_1, nor2b_1, o21ai_0. The tools report the last element of the critical path as mat_addr_next[7]$_SDFFE_PP0P_. Setup repair after global routing left no endpoint under its margin. The worst hold path begins at accum_first_r[5]$_SDFF_PP0_.

During I/O placement, the number of pins put on the boundary was 60. Among all flip-flop cells after synthesis, the most frequent one is dfxtp_1. During placement, the flow inserted port buffers numbering 59.

The fraction of the yosys area taken by sequential cells is 43.1%, and the worst slack at placement is 2.44 ns. Per the cell usage report, the commonest logic cells after layout are dfxtp_1, nand2_1, a21oi_1, clkdlybuf4s50_1, nor2_1. The clock buffer count from CTS came out at 17.

Across the run, the number of max-cap violations was 0. In this run, post-CTS hold repair placed 0 buffers. The area growth from synthesis to layout is 21.3%.

In this run, synthesis produced a sequential element count of 124. Average wire per standard cell: 15.7 um. The worst hold-check path type is reg -> reg. Per the timing report, the most critical flop-to-flop path originates at vec_num_words_r[0]$_SDFFE_PP0P_.

Max fanout on the critical path was recorded as 46. The post-synthesis area per instance came out at 8.23 um^2. Per the cell usage report, the commonest logic cell in the layout is dfxtp_1. The area reported by Yosys stat is 5760 um^2, and the number of hold violations in the final report is 0. Per the summary, power density relative to cell area is 334 nW/um^2. After routing the design area is 6980 um^2.

Synthesis produced a netlist whose cell count is 699. The minimum clock period after layout was 3.08 ns. The post-route core utilization is 50.1%. The minimum setup slack in the final design is 2.82 ns, and the portion of synthesized cell area occupied by the leading cell type is 43.1%. The later pin in the worst-skew pair is clocked with a latency of 0.41 ns.

The run gives 0.00939 ns as the final clock skew. The number of different library cells used by synthesis comes to 69. The run gives 21.0% for the overall routing resource usage. The headroom to the max-slew limit is 41.1%, and the total negative slack for setup checks is 0 ns. In this run the worst setup path begins at start. The clock H-tree reported by CTS has 4 levels.

STA lists the endpoint of the worst register-to-register path as mat_addr_next[6]$_SDFFE_PP0P_. The peak ir drop on the vdd network is 210 uV. According to the floorplan report, the die width is 122 um. The run gives 13,900 um^2 as the area inside the core boundary. The run gives 3 as the number of warning messages in the yosys log. The worst register-to-register path has a depth of 9. Hold timing on the final database bottoms out at a slack of 0.433 ns. The library cell occupying the most area in the post-synthesis netlist was dfxtp_1. The final timing summary puts the cycle share of the worst path at 52.2%. The logs give 0 for the final max-slew violation count and 0 for the final tally of setup violations.

TritonRoute reported its final design rule violation total as 0. The sequential cells in the finished layout cover a total of 2480 um^2. Per the layout area report, the combinational gate area comes to 2970 um^2. The synthesized netlist occupies a cell area of 5760 um^2.

The number of antenna violations at the first check in global routing was 0. Routability-driven placement finished with a final weighted congestion of 0.881. The total length of routed wires is 14,500 um. The path type of the worst setup path was in -> reg. The tools report the buffer count from post-CTS setup fixing as 0. The count of routing violations after the opening detailed-route iteration came out at 396. Counting flops with a built-in enable in the synthesized netlist gives 0.

Once placement finished, the instance area stood at 6380 um^2. For this configuration, the core starts out at a cell density of 41.3%. The critical path capture point type was a register. Entering global routing, the biggest net connects 77 pins.

The highest achievable clock rate is 325 MHz, and the global route total overflow is 0. The maximum root-to-sink buffer count is 2. The run finished with clean final reports. The chip area was 14,900 um^2; the count of instantiated cells in the yosys netlist was 699. Yosys reported that registers with async set or reset make up 0%. TritonCTS built the clock tree. Per the CTS log, the root buffer master is clkbuf_16.

The run gives 43 for the cell row count. Looking at the worst setup and hold paths, the clock pins of their registers show a slew of 0.06 ns. The stage logs contain a warning count of 27. In the final layout, the share of cells above drive strength 1 is 6.69%. The first global-routing pass estimated 23,800 um of wire. The run gives 6.22 ns as the data required time of the critical path. The tools report the via count of the first global-routing pass as 4,620. The total via count in the routed design is 5,068, and the total of cells resized after clock tree synthesis is 0. The data arrival time reported for the critical path is 3.40 ns.

The height of the chip is 122 um, and the cell depth of the worst min-delay path is 1. TritonCTS reports the number of clock sinks as 124.
## cells in the mapped netlist, types with 2 or more instances
cell and n:
xor2_1 3, nand3b_1 3, mux2i_1 5, clkbuf_1 29, nand3_1 18, o21ai_0 42
o32ai_1 2, a221oi_1 3, or3_1 4, buf_4 3, a311oi_1 9, nand2b_1 2
o21a_1 5, o31a_1 2, nor2b_1 35, nor3_1 10, o221ai_1 3, inv_1 18
or4_1 2, o21bai_1 2, a21boi_0 6, a221o_1 2, buf_2 8, o2111ai_1 2
or2_2 2, a21oi_1 69, and3_1 8, o211a_1 2, nor4_1 3, o31ai_1 4
nor2_1 49, a31oi_1 16, xnor2_1 17, buf_6 4, a211oi_1 3, o211ai_1 10
ha_1 14, nand2_1 116, nand4_1 5, buf_1 5, and2_1 2, o21ai_1 2
dfxtp_1 124
## cells by family (layout without fill, tap and decap cells)
logic type / count (synthesis) / count (layout) / share of synthesized area [%]
AND-OR/OR-AND: 202 / 202 / 22.3
XOR/XNOR: 20 / 20 / 3.04
adder cells (fa/ha/maj): 15 / 15 / 3.39
buffers and inverters: 67 / 115 / 5.26
flip-flops: 124 / 124 / 43.1
multiplexers: 5 / 5 / 0.870
AND/OR/NAND/NOR: 266 / 266 / 22.0
## critical path, stage by stage
cell and delay (ns):
clkdlybuf4s50_1 0.46, nand2_2 0.60, buf_4 0.57, nor2_1 0.13, o211ai_1 0.19, a21oi_1 0.06
a311oi_1 0.20
## flip-flops by register name (all words and copies together) (netlist names), 10 cells and up
signal / cells
accum_first_r: 11
mat_num_rows_per_olane_r: 10
accum_last_r: 11
mat_rows_remaining: 10
## worst min path at each step
stage	to	slack (ns)
after CTS	accum_first_r[6]$_SDFF_PP0_	0.43
after global routing	accum_first_r[5]$_SDFF_PP0_	0.45
final	accum_first_r[6]$_SDFF_PP0_	0.43
## layer usage
layer	track usage (%)	vias to the layer above	wire length (um)	share of wire, %
li1	-	2534	-	-
met1	33.8	2359	7190	50
met2	30.1	165	6190	43
met3	4.87	10	1030	7.1
met4	1.85	0	113	0.78
met5	0	-	0	0
## through the flow
step | std cells | total power, W
2_1_floorplan | 699 | 0.00118
3_3_place_gp | 895 | 0.00128
3_5_place_dp | 895 | 0.00128
4_1_cts | 927 | 0.00234
5_1_grt | 927 | 0.00244
6_report | 927 | 0.00233
## layout make-up
cell class                 count  area share, %
inverter                      18          0.967
sequential                   124           35.5
tap                          180           3.22
clock inverter                11           2.02
multi-input combinational    508           42.6
timing repair buffer          65           9.06
clock buffer                  21           6.59
## power by group
| part | total (W) | internal (W) | switching [W] | leakage (nW) |
|---|---|---|---|---|
| clock | 0.00106 | 0.000684 | 0.000378 | 0.289 |
| combinational | 0.000332 | 0.000147 | 0.000185 | 1.32 |
| sequential | 0.000940 | 0.000888 | 0.0000519 | 1.02 |
Power figures rest on the tool's default switching activity, not on a simulated workload.
