--- design/flow/config.mk ---
export PLATFORM = sky130hd
export DESIGN_NAME = accum
export DESIGN_NICKNAME = accum
export VERILOG_FILES = /design/flow/design.v
export SDC_FILE = /design/flow/constraint.sdc
export NUM_CORES = 4
export LEC_CHECK = 1
export CORE_UTILIZATION = 40
--- design/flow/constraint.sdc ---
current_design accum

set clk_period 8.3
set clk_io_pct 0.2

create_clock -name clk0 -period $clk_period [get_ports {clk}]

set non_clock_inputs [all_inputs -no_clocks]
set_input_delay [expr $clk_period * $clk_io_pct] -clock clk0 $non_clock_inputs
set_output_delay [expr $clk_period * $clk_io_pct] -clock clk0 [all_outputs]
--- design/flow/design.v ---
module accum # (
    parameter DATAW = 32,
    parameter ACCUMW = 32
)(
    input  clk,
    input  rst,
    input  signed [DATAW-1:0] data,
    input  ivalid,
    input  first,
    input  last,
    output signed [ACCUMW-1:0] result,
    output ovalid
);
logic signed [ACCUMW-1:0] accum_reg_r;
logic signed [DATAW-1:0] data_r;
logic ivalid_r, first_r, last_r;
logic signed [ACCUMW-1:0] add_result_r;
logic result_valid_r;
logic do_accumulate, do_reset, do_output;
always_ff @(posedge clk) begin
    if (rst) begin
        data_r <= 0;
        ivalid_r <= 0;
        first_r <= 0;
        last_r <= 0;
    end else begin
        data_r <= data;
        ivalid_r <= ivalid;
        first_r <= first;
        last_r <= last;
    end
end
always_comb begin
    do_accumulate = ivalid_r && !first_r;
    do_reset = ivalid_r && first_r;
    do_output = ivalid_r && last_r;
end
always_ff @(posedge clk) begin
    if (rst) begin
        accum_reg_r <= 0;
        add_result_r <= 0;
        result_valid_r <= 0;
    end else begin
        if (do_reset) begin
            accum_reg_r <= {{(ACCUMW-DATAW){data_r[DATAW-1]}}, data_r};
        end else if (do_accumulate) begin
            accum_reg_r <= accum_reg_r + {{(ACCUMW-DATAW){data_r[DATAW-1]}}, data_r};
        end
        if (do_reset) begin
            add_result_r <= {{(ACCUMW-DATAW){data_r[DATAW-1]}}, data_r};
        end else begin
            add_result_r <= accum_reg_r + {{(ACCUMW-DATAW){data_r[DATAW-1]}}, data_r};
        end
        result_valid_r <= do_output;
    end
end
assign result = add_result_r;
assign ovalid = result_valid_r;
endmodule
--- design/flow/run.sh ---
#!/bin/bash
# OpenROAD 26Q1-2900-gdf79404cd8, Yosys 0.63+post, stock flow scripts
make -C /OpenROAD-flow-scripts/flow DESIGN_CONFIG=/design/flow/config.mk WORK_HOME=/design/flow/orfs finish
==> results.cfg <==
; yosys + openroad results
[logic_synthesis]
avgSynthCellArea_um2 = 8.50
ys_chip_area_um2 = 5130
ys_ff = 100
synth-async-reset-ratio = 0
ys_cells = 604
synth_cells = 604
ys_seq_share = 0.390
top_area_cell = dfxtp_1
top_cell_area_share = 0.390
yosysUniqueCellTypes = 59
synth.cell_area_um2 = 5130
edf_count = 0
top_cells_by_area = dfxtp_1 (39%), ha_1 (7.6%), a21oi_1 (4.8%), nor2b_1 (4.5%), nor2_1 (4.2%)
ys.flop_type = dfxtp_1
yosys_warnings = 1

[worst_hold_path]
hold_start = last_r
holdPathEnd = result_valid_r
min_path_cells = 1
hold_class = reg2reg

[global_routing]
antenna_found_initial = 0
grt_use_total = 0.191
grt_pass1_vias = 4103
grt_overflow = 0
grt_max_degree = 68
grt_pass1_wl_um = 19800

[clock_network]
h-tree-depth = 3
cts_tree = yes
ctsResizeCount = 0
path_clk_slew_ns = 0.07
cts_hold_buf = 0
clock-root-buffer = clkbuf_16
clk_path_buf_depth = 2
cts.sinks = 100
clock_latency_ns = 0.35
cts_buffers = 9
postCtsSetupBuffers = 0

[setup_path]
r2r-end = accum_reg_r[30]
worstPathRequired_ns = 8.50
reg2regPathDepth = 10
worstPathArrival_ns = 3.33
startpoint_type = register
worstSetupPathType = reg2reg
worstSetupEndpointType = register
reg2reg_from = accum_reg_r[0]
r2r_slack_ns = 5.16
critPathMaxFanout = 7

[route]
wirelength_um = 11800
vias = 4410
ant_nets = 0
initialDrtViolationCount = 204
wire_per_inst_um = 14.2
drc = 0
routed_via_density = 5.28
first_pass_iters = 4
antenna_cells = 0

[pwr]
p_sw_frac = 0.258
switching_power_mw = 0.301
comb_power_share = 0.180
clkPwrFrac = 0.364
peakVddDrop_v = 0.000124
seq_power_share = 0.456
leakagePower_nw = 2.54
p_int_mw = 0.866
powerDensity_nw_per_um2 = 187

[timing]
relSlewSlack = 0.551
clock.fmax_mhz = 319
fin_skew_ns = 0.00989
hold_violations = 0
totalNegativeSetupSlack_ns = 0
rsz0062_at_grt = no
setup_viol = 0
fin_crit_ns = 3.14
tightest_slew_ns = 0.673
hold_slack_ns = 0.476
fin_crit_sh = 0.378
drv_slew = 0

[status]
status = finished, final reports clean

[cells_and_area]
fin_cells = 835
seq_area_um2 = 2000
fin_util = 0.498
mostFrequentLayoutCell = dfxtp_1
area_delta_synth_final_pct = 21.9
drive_gt1_frac = 0.0573
layout_top_cells = dfxtp_1 (99), clkdlybuf4s50_1 (68), nor2_1 (57)
logic_area_um2 = 2960
fillers = 1173

[floorplanning]
num_rows = 41
die_width_um = 115
chip_area_um2 = 13300
coreArea_um2 = 12600
die_y_um = 115
fp_util = 0.408
ios = 70

[placement]
dp.cells = 819
portBuffers = 69
place_congestion = 0.885
dpl.hpwl_um = 8230

[flow_run]
warnings = 25
drv_cap = 0
## layer usage
metal  global-route usage  vias up  share of wire
met5                    0        -              0
met4               0.0320        0          0.020
met3               0.0295       16          0.036
met2                0.302       83           0.45
met1                0.287     2051           0.49
li1                     -     2260              -
## flip-flops by register name (all words and copies together) (netlist names)
signal and cells:
accum_reg_r 32, add_result_r 32, data_r 32, first_r 1, ivalid_r 1, last_r 1, result_valid_r 1
## Yosys cell counts, types with 18 or more instances
| cell | number |
|---|---|
| dfxtp_1 | 100 |
| nor2_1 | 57 |
| nand2_1 | 52 |
| a21oi_1 | 49 |
| nor2b_1 | 37 |
| o21ai_0 | 34 |
| ha_1 | 31 |
| clkbuf_1 | 24 |
| a211oi_1 | 23 |
| nand3_1 | 22 |
| mux2i_1 | 18 |
## power groups by stage
stage | Combinational, mW | Clock (mW) | Sequential [mW]
6_report | 0.210 | 0.424 | 0.532
4_1_cts | 0.211 | 0.441 | 0.532
5_1_grt | 0.237 | 0.457 | 0.536
## worst max path at each step
stage,startpoint,to,slack (ns),cells after the start
finish,accum_reg_r[0],accum_reg_r[30],5.16,10
global route,accum_reg_r[0],accum_reg_r[22],4.91,10
CTS,accum_reg_r[0],accum_reg_r[30],5.15,10
## critical path, stage by stage, from the launching register on
cell and delay, ns:
dfxtp_1 0.32, ha_1 0.23, fa_1 0.42, a211oi_1 0.31, o211ai_1 0.16, a21oi_2 0.45
a2111oi_2 0.17, nor3_1 0.39, o21ai_0 0.17, xnor2_1 0.21, o221ai_1 0.16
## final cells by class
class                           count  share of cell area
Clock buffer                       12              0.0394
Sequential cell                   100               0.320
Inverter                           13             0.00780
Clock inverter                      4             0.00920
Tap cell                          172              0.0344
Multi-Input combinational cell    460               0.473
Timing Repair Buffer               74               0.116
## cell families (layout without fill, tap and decap cells)
family / count (synthesis) / after routing / share of synthesized area
AND/OR/NAND/NOR: 225 / 225 / 0.217
flip-flops: 100 / 100 / 0.390
XOR/XNOR: 19 / 19 / 0.0324
multiplexers: 18 / 18 / 0.0351
adder cells (fa/ha/maj): 32 / 32 / 0.0795
buffers and inverters: 44 / 103 / 0.0332
AND-OR/OR-AND: 166 / 166 / 0.213
## per-stage QoR
step                total power [mW]  instance area, µm²  setup WS [ns]
floorplan                      0.673                5130           5.62
detailed placement             0.752                5950           5.09
global route                    1.23                6250           4.91
global placement               0.750                5950           5.16
CTS                             1.18                6250           5.15
finish                          1.17                6250           5.16
Power is estimated from default activity; no workload was simulated.
